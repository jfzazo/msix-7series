===== flow/run.sh =====
#!/bin/bash
# OpenROAD 26Q1-2900-gdf79404cd8, Yosys 0.63+post, stock flow scripts
make -C /OpenROAD-flow-scripts/flow DESIGN_CONFIG=/design/flow/config.mk WORK_HOME=/design/flow/orfs finish

===== flow/config.mk =====
export PLATFORM = sky130hd
export DESIGN_NAME = msix_manager_br
export DESIGN_NICKNAME = msix_manager_br
export VERILOG_FILES = /design/flow/design.v
export SDC_FILE = /design/flow/constraint.sdc
export NUM_CORES = 4
export LEC_CHECK = 1
export CORE_UTILIZATION = 40
export SYNTH_MEMORY_MAX_BITS = 65536

===== flow/constraint.sdc =====
current_design msix_manager_br

set clk_period 7.6
set clk_io_pct 0.2

create_clock -name clk0 -period $clk_period [get_ports {clk}]

set non_clock_inputs [all_inputs -no_clocks]
set_input_delay [expr $clk_period * $clk_io_pct] -clock clk0 $non_clock_inputs
set_output_delay [expr $clk_period * $clk_io_pct] -clock clk0 [all_outputs]

===== flow/design.v =====
module bram_tdp #(
    parameter DATA = 32,
    parameter ADDR = 10
) (
    input   wire                a_clk,
    input   wire                a_wr,
    input   wire    [ADDR-1:0]  a_addr,
    input   wire    [DATA-1:0]  a_din,
    output  reg     [DATA-1:0]  a_dout,
    input   wire                b_clk,
    input   wire                b_wr,
    input   wire    [ADDR-1:0]  b_addr,
    input   wire    [DATA-1:0]  b_din,
    output  reg     [DATA-1:0]  b_dout
);
reg [DATA-1:0] mem [(2**ADDR)-1:0];
always @(posedge a_clk) begin
    a_dout      <= mem[a_addr];
    if(a_wr) begin
        a_dout      <= a_din;
        mem[a_addr] <= a_din;
    end
end
always @(posedge b_clk) begin
    b_dout      <= mem[b_addr];
    if(b_wr) begin
        b_dout      <= b_din;
        mem[b_addr] <= b_din;
    end
end
endmodule
module msix_manager_br #(
  parameter C_M_AXI_LITE_ADDR_WIDTH          = 9,
  parameter C_M_AXI_LITE_DATA_WIDTH          = 32,
  parameter C_M_AXI_LITE_STRB_WIDTH          = 32,
  parameter C_MSIX_TABLE_OFFSET              = 32'h0,
  parameter C_MSIX_PBA_OFFSET                = 32'h100,  
  parameter C_NUM_IRQ_INPUTS                 = 1
)( 
  input   wire                   clk,
  input   wire                   rst_n,
  input  wire [C_M_AXI_LITE_ADDR_WIDTH-1:0]   s_mem_iface_waddr,
  input  wire [C_M_AXI_LITE_ADDR_WIDTH-1:0]   s_mem_iface_raddr,
  input  wire [C_M_AXI_LITE_DATA_WIDTH-1:0]   s_mem_iface_wdata,
  output wire [C_M_AXI_LITE_DATA_WIDTH-1:0]   s_mem_iface_rdata,
  input  wire                                 s_mem_iface_we_norread,
  output wire [3:0]                           cfg_interrupt_int,                  
  output wire [1:0]                           cfg_interrupt_pending,              
  input  wire                                 cfg_interrupt_sent,                        
  input  wire [1:0]                           cfg_interrupt_msi_enable,          
  input  wire [5:0]                           cfg_interrupt_msi_vf_enable,       
  input  wire [5:0]                           cfg_interrupt_msi_mmenable,        
  input  wire                                 cfg_interrupt_msi_mask_update,             
  input  wire [31:0]                          cfg_interrupt_msi_data,           
  output wire [3:0]                           cfg_interrupt_msi_select,           
  output wire [31:0]                          cfg_interrupt_msi_int,             
  output wire [63:0]                          cfg_interrupt_msi_pending_status,  
  input  wire                                 cfg_interrupt_msi_sent,                    
  input  wire                                 cfg_interrupt_msi_fail,                    
  input  wire [1:0]                           cfg_interrupt_msix_enable,         
  input  wire [1:0]                           cfg_interrupt_msix_mask,           
  input  wire [5:0]                           cfg_interrupt_msix_vf_enable,      
  input  wire [5:0]                           cfg_interrupt_msix_vf_mask,        
  output reg  [31:0]                          cfg_interrupt_msix_data,           
  output wire [63:0]                          cfg_interrupt_msix_address,        
  output reg                                  cfg_interrupt_msix_int,                     
  input  wire                                 cfg_interrupt_msix_sent,                   
  input  wire                                 cfg_interrupt_msix_fail,                   
  output wire [2:0]                           cfg_interrupt_msi_attr,
  output wire                                 cfg_interrupt_msi_tph_present,              
  output wire [1:0]                           cfg_interrupt_msi_tph_type,         
  output wire [8:0]                           cfg_interrupt_msi_tph_st_tag,       
  output wire [2:0]                           cfg_interrupt_msi_function_number,
  input  wire [C_NUM_IRQ_INPUTS-1:0]          irq
);  
  assign cfg_interrupt_int = 4'b0;
  assign cfg_interrupt_pending = 2'h0;
  assign cfg_interrupt_msi_select = 4'h0;
  assign cfg_interrupt_msi_int = 32'b0;
  assign cfg_interrupt_msi_pending_status = 64'h0;
  assign cfg_interrupt_msi_attr = 3'h0;
  assign cfg_interrupt_msi_tph_present = 1'b0;
  assign cfg_interrupt_msi_tph_type = 2'h0;
  assign cfg_interrupt_msi_tph_st_tag = 9'h0;
  assign cfg_interrupt_msi_function_number = 3'h0;
  wire   [31:0]             doa;
  wire   [31:0]             dob;
  wire   [31:0]             dib;
  reg    [31:0]             dia;
  wire   [9:0]              addrbrdaddr;
  wire                      enbwren;
  reg                       enawren;
  reg    [9:0]              addrardaddr;
  assign s_mem_iface_rdata = dob[C_M_AXI_LITE_DATA_WIDTH-1:0];
  assign addrbrdaddr = s_mem_iface_we_norread == 1'b0 ? s_mem_iface_raddr : s_mem_iface_waddr; 
  assign dib         = s_mem_iface_wdata;
  assign enbwren     = s_mem_iface_we_norread;  
  bram_tdp #(
    .DATA(32),
    .ADDR(10)
  ) bram_tdp_i (
    .a_clk(clk),
    .a_wr(enawren),
    .a_addr(addrardaddr),
    .a_din(dia),
    .a_dout(doa),
    .b_clk(clk),
    .b_wr(enbwren),
    .b_addr(addrbrdaddr),
    .b_din(dib),
    .b_dout(dob)
  );
  integer irq_number, i;
  reg  [31:0] cfg_interrupt_msix_address_msb,cfg_interrupt_msix_address_lsb;
  assign cfg_interrupt_msix_address = {cfg_interrupt_msix_address_msb, cfg_interrupt_msix_address_lsb};
  reg     [C_NUM_IRQ_INPUTS-1:0] irq_s;      
  integer irq_count [C_NUM_IRQ_INPUTS-1:0];  
  reg [31:0]                irq_pba, current_pba; 
  reg [3:0]                 state;
  reg [3:0]                 next_state;
  localparam IDLE       = 4'b0000;
  localparam TO_BINARY  = 4'b0001;
  localparam GET_ADDR1  = 4'b0010;
  localparam GET_ADDR2  = 4'b0011;
  localparam GET_DATA   = 4'b0100;
  localparam READ_PBA   = 4'b0101;
  localparam WRITE_PBA  = 4'b0110;
  localparam ACTIVE_IRQ = 4'b0111;
  localparam CLEAR_PBA  = 4'b1000;
  localparam WAIT       = 4'b1111;
  always @(negedge rst_n or posedge clk) begin
    if(~rst_n) begin
      irq_s                  <= {C_NUM_IRQ_INPUTS{1'b0}};
      cfg_interrupt_msix_int <= 1'b0;
      for(i=0; i<C_NUM_IRQ_INPUTS; i=i+1) begin
        irq_count[i] <= 0;
      end
    end else begin
      case(state) 
        ACTIVE_IRQ: begin
          for(i=0; i<C_NUM_IRQ_INPUTS; i=i+1) begin
            if(irq_number==i) begin
              irq_count[i] <= irq_count[i] +  irq[i] - 1;
            end else begin
              irq_count[i] <= irq_count[i] +  irq[i];
            end
          end
          for(i=0; i<C_NUM_IRQ_INPUTS; i=i+1) begin
            if(irq_number==i && irq_count[irq_number] == 1 ) begin
              irq_s[i] <= 1'b0;
            end else begin
              irq_s[i]   <= irq[i] | irq_s[i];
            end
          end
          cfg_interrupt_msix_int <= 1'b1;
        end
        default: begin
          for(i=0; i<C_NUM_IRQ_INPUTS; i=i+1) begin
            irq_count[i] <= irq_count[i] +  irq[i];
          end
          irq_s                  <= irq | irq_s;
          cfg_interrupt_msix_int <= 1'b0;
        end
      endcase
    end
  end
  always @(negedge rst_n or posedge clk) begin
    if(~rst_n) begin
      cfg_interrupt_msix_data        <= 32'h0; 
      cfg_interrupt_msix_address_msb <= 32'h0; 
      cfg_interrupt_msix_address_lsb <= 32'h0; 
      current_pba                    <= 32'h0;
    end else begin
      case(state) 
        GET_ADDR2: begin
          cfg_interrupt_msix_address_lsb <= doa; 
        end
        GET_DATA: begin
          cfg_interrupt_msix_address_msb <= doa; 
        end
        READ_PBA: begin
          cfg_interrupt_msix_data        <= doa; 
        end
        WRITE_PBA: begin
          current_pba                    <= doa;
        end
        default: begin
          cfg_interrupt_msix_data        <= cfg_interrupt_msix_data; 
          cfg_interrupt_msix_address_msb <= cfg_interrupt_msix_address_msb; 
          cfg_interrupt_msix_address_lsb <= cfg_interrupt_msix_address_lsb; 
          current_pba                    <= current_pba;
        end
      endcase
    end
  end
  always @(negedge rst_n or posedge clk) begin
    if(~rst_n) begin
      dia     <= 32'h0; 
      enawren <= 1'b0;
    end else begin
      case(state)
        WRITE_PBA: begin
          dia     <= doa | irq_pba;
          enawren <= 1'b1;
        end
        CLEAR_PBA: begin
          if(cfg_interrupt_msix_sent || cfg_interrupt_msix_fail) begin
            enawren     <= 1'b1;
            dia         <= current_pba & (~irq_pba); 
          end else begin
            enawren     <= 1'b0;
            dia         <= dia;
          end
        end
        WAIT: begin
          enawren <= enawren;
          dia     <= dia;
        end
        default: begin
          enawren <= 1'b0;
          dia     <= dia;
        end
      endcase
    end
  end
  always @(negedge rst_n or posedge clk) begin
    if(~rst_n) begin
      state                  <= IDLE;
      next_state             <= IDLE;
      irq_number             <= 0;
      irq_pba                <= 32'h0;  
    end else begin
      case(state) 
        IDLE: begin  
          if( cfg_interrupt_msix_enable && irq_s != {C_NUM_IRQ_INPUTS{1'b0}} ) begin   
            state   <= TO_BINARY;
          end else begin
            state   <= IDLE;
          end
          irq_number <= 0;
        end
        TO_BINARY:begin   
          for(i=0; i<C_NUM_IRQ_INPUTS; i=i+1) begin
            if(irq_s[i]) begin
              irq_number <= i;
              irq_pba    <= (1<<(i%32));
            end 
          end
          state   <= GET_ADDR1;
        end
        GET_ADDR1: begin  
          addrardaddr <= 9'h0 + C_MSIX_TABLE_OFFSET  + irq_number*9'h10;
          state       <= WAIT;
          next_state  <= GET_ADDR2;
        end
        GET_ADDR2: begin
          addrardaddr <= 9'h4 + C_MSIX_TABLE_OFFSET  + irq_number*9'h10;
          state       <= WAIT;
          next_state  <= GET_DATA;
        end
        GET_DATA: begin
          addrardaddr <= 9'h8 + C_MSIX_TABLE_OFFSET  + irq_number*9'h10;
          state       <= WAIT;
          next_state  <= READ_PBA;
        end
        READ_PBA: begin  
          addrardaddr <= C_MSIX_PBA_OFFSET  + ((irq_number/32)<<2);
          state       <= WAIT;
          next_state  <= WRITE_PBA;
        end
        WRITE_PBA: begin  
          addrardaddr <= C_MSIX_PBA_OFFSET  + ((irq_number/32)<<2); 
          state       <= WAIT;
          next_state  <= ACTIVE_IRQ;
        end
        ACTIVE_IRQ: begin  
          state                      <= CLEAR_PBA;
        end
        CLEAR_PBA: begin  
          if(cfg_interrupt_msix_sent || cfg_interrupt_msix_fail) begin
            addrardaddr <= C_MSIX_PBA_OFFSET  + ((irq_number/32)<<2);
            state       <= WAIT;
            next_state  <= IDLE;
          end else begin
            state       <= CLEAR_PBA;
          end
        end
        WAIT: begin  
          state   <= next_state;
        end
        default: begin
          state                    <= IDLE;
          next_state               <= IDLE;
        end
      endcase
    end
  end
endmodule

==> results_slide.txt <==
Synthesis and Place & Route Summary

Clocking
  – CTS tree: built
  – Post-CTS Setup Bufs: 0
  – CTS clk-pin slew, worst paths: 0.06 ns
  – Clock buffer depth: 6
  – Num CTS Buffers: 1702
  – Root buffer cell: clkbuf_16
  – H-tree depth: 7
  – CTS sink count: 16700
  – Hold buffers post-CTS: 0
  – Post-cts sizing count: 0
  – Latest clock arrival within the worst-skew pair: 1.38 ns

Timing
  – Fin. Hold Viols: 0
  – Final-report max-slew violation count: 7
  – Max Fclk: 0.148 GHz
  – Relative slew slack: -12.8%
  – RSZ-0062 raised after global routing: false
  – Clk_skew: 0.192 ns
  – Tmin final: 6.77 ns
  – Fin crit share: 89.1%
  – Worst slew pin tran: 1.69 ns
  – Worst Hold Slack: 0.111 ns
  – Setup TNS: 0 ns
  – # setup viols final: 0

Synthesis
  – Main area contributors: edfxtp_1 77%, mux2i_1 9.7%, mux4_2 3.1%
  – Post-Synthesis Cells: 34200
  – Yosys cell types: 80
  – Synth async-reset ratio: 1.22%
  – Synth flops: 16700
  – Yosys Chip Area: 640000 um2
  – Cell count in the Yosys report: 34200
  – Synth Seq Share: 77.8%
  – Number of flops mapped to enable cells by yosys: 16400
  – Ys Warns: 3
  – Area share, top type: 76.8%
  – Main flop type: edfxtp_1
  – Synth Cell Area: 640000 um2
  – Avg Cell Area, Syn: 18.7 um2
  – Cell taking the most area after synthesis: edfxtp_1

GRT
  – First-pass GRT wire length: 3110000 um
  – Initial antenna violation count: 250
  – Largest net degree at the start of global routing: 146
  – Global Route Usage Sum: 31.5%
  – Total gr overflow: 0
  – Vias in the first global route: 371000

Cells and area
  – Layout area overhead: 16.0%
  – Fin cells: 59600
  – Share of cells above drive strength 1: 17.7%
  – Design area: 743000 um2
  – Fill cells: 129000

Floorplanning
  – FP Rows: 464
  – Die width: 1270 um
  – DIE HEIGHT: 1270 um
  – IO Pins: 375
  – Die ar.: 1610000 um2
  – Core Box Area: 1600000 um2
  – Pre-Place Util: 40.1%

Power and ir drop
  – Clock network power share: 40.3%
  – Net Sw Power: 46.1 mW
  – Switching part of the total: 23.2%
  – Power Density: 268 nW/um2
  – Gate power share: 8.0%
  – VDD IR-drop max: 0.000228 V
  – Proportion of power drawn by flip-flops and latches: 51.7%
  – Tot Pwr: 199 mW
  – Leak Pwr: 248 nW
  – Internal power: 153 mW

Status
  – Status: finished, violations left
  – Failing checks: capacitance limit, slew limit

Run
  – Max-cap violation count: 2
  – Tool warnings: 205

Worst setup path
  – Crit path max fanout: 22
  – Crit Path Category: in2reg
  – CP arrival: 8.01 ns
  – Kind of end point of the critical path: register
  – Crit path DRT: 8.84 ns
  – Crit path launch type: input port

Placement
  – Dpl hpwl: 1410000 um
  – Port Buf Inserts: 186
  – DP Cell Count: 56000
  – Cell Area, Placed: 689000 um2
  – Routability cong.: 0.991

Routing
  – DR iter-0 viols: 27700
  – Routed Antenna Nets: 0
  – Routed wire length: 2330000 um
  – # DRC: 0
  – Via/cell ratio: 5.98
  – Vias: 356000
  – Drt first pass iters: 9
  – Post-DR wirelength/cell: 39.2 um

Hold path
  – HP Class: in2async
state kept, by name, summed over array words and instances (netlist names), 32 cells and up:
| signal | count |
|---|---|
| current_pba | 32 |
| bram_tdp_i.mem | 16384 |
| cfg_interrupt_msix_data | 32 |
| dia | 32 |
| bram_tdp_i.b_dout | 32 |
| cfg_interrupt_msix_address_lsb | 32 |
| bram_tdp_i.a_dout | 32 |
| cfg_interrupt_msix_address_msb | 32 |
| irq_count | 32 |
per-stage QoR:
step / util, % / worst slack [ns]
final: 46.5 / 0.829
after global routing: 46.5 / 0.927
after CTS: 46.4 / 1.11
after detailed placement: 43.1 / -0.294
after floorplan: - / 1.30
after global placement: 43.1 / -0.611
logic make-up (layout without fill, tap and decap cells):
family / count (synthesis) / after routing / synth area share, %
flip-flops: 16700 / 16700 / 77.8
multiplexers: 7449 / 7449 / 13.4
AND-OR/OR-AND: 4574 / 4574 / 4.48
AND/OR/NAND/NOR: 3264 / 3264 / 2.38
buffers and inverters: 2202 / 5653 / 1.79
XOR/XNOR: 53 / 53 / 0.0725
adder cells (fa/ha/maj): 3 / 3 / 0.00586
other: 1 / 734 / 0.000586
synthesized netlist by cell type, drive strengths merged (29+ instances only):
cell,instances
edfxtp,16400
mux2i,6219
o22ai,3048
buf,1435
nand2,1397
mux4,878
nor4,821
clkbuf,746
a21oi,677
nor2,648
mux2,352
a22oi,236
dfrtp,203
o21ai,203
nand3,160
a221oi,75
a31oi,66
dfxtp,64
or4,61
nand4,48
a22o,37
nor3,34
xnor2,34
o2111ai,29
routing by layer:
layer / routed length, um / GRT usage (%) / vias to the layer above
li1: - / - / 145000
met1: 609000 / 28.7 / 173000
met2: 976000 / 40.7 / 31800
met3: 553000 / 32.9 / 5928
met4: 174000 / 18.2 / 382
met5: 22900 / 13.8 / -
area by class of cell:
| type | instances | area [um2] | area share [%] |
|---|---|---|---|
| Timing Repair Buffer | 2611 | 27200 | 3.67 |
| Clock buffer | 2088 | 44700 | 6.01 |
| Multi-Input combinational cell | 15500 | 136000 | 18.3 |
| Sequential cell | 16700 | 498000 | 67.1 |
| Tap cell | 21200 | 26500 | 3.57 |
| Clock inverter | 933 | 7890 | 1.06 |
| Inverter | 21 | 78.8 | 0.0106 |
| Antenna cell | 610 | 1530 | 0.206 |
final timing paths:
kind,from,to,slack [ns],cells past startpoint
setup / recovery,s_mem_iface_raddr[2],bram_tdp_i.b_dout[18],0.83,16
hold / removal,rst_n,cfg_interrupt_msix_data[31],0.11,1
setup reg to reg,bram_tdp_i.mem[29][6],bram_tdp_i.b_dout[6],3.02,9
hold reg to reg,irq_count[0][31],irq_count[0][31],0.49,1
max in group asynchronous,rst_n,irq_count[0][18],6.35,2
min in group clk0,irq_count[0][31],irq_count[0][31],0.49,1
cell usage in the layout (no fill, tap or decap), drive strengths merged, types with 24 or more instances in the layout:
cell type,netlist,routed
edfxtp,16400,16400
mux2i,6219,6219
o22ai,3048,3048
buf,1435,2457
clkbuf,746,2090
nand2,1397,1397
mux4,878,878
nor4,821,821
clkinv,0,730
a21oi,677,677
nor2,648,648
diode,0,610
mux2,352,352
a22oi,236,236
dfrtp,203,203
o21ai,203,203
nand3,160,160
clkdlybuf4s50,0,152
bufinv,0,135
conb,1,124
a221oi,75,75
a31oi,66,66
dfxtp,64,64
or4,61,61
nand4,48,48
inv,21,48
clkinvlp,0,41
a22o,37,37
xnor2,34,34
nor3,34,34
o2111ai,29,29
o211ai,24,24
critical path, cell delays in order:
cell	delay, ns
clkdlybuf4s50_1	0.76
buf_4	0.36
and4b_1	0.25
o21ai_4	0.76
buf_12	0.31
buf_12	0.26
buf_12	0.28
buf_4	0.32
o22ai_1	0.13
nor4_1	0.31
nand2_1	0.42
a22oi_1	1.11
nand3_1	0.28
buf_12	0.23
nand4b_1	0.20
o32a_1	0.35
power groups by stage:
stage | Clock (mW) | Combinational, mW | Sequential (mW)
finish | 80.3 | 15.9 | 103
global route | 84.2 | 16.4 | 103
CTS | 80.8 | 15.3 | 103
No activity file was given, so power comes from the tool's default toggle rates.
